==> design.v <==
`timescale 1ns / 1ps
module led(
    input clk,
    input rst,
    input button, 
    output reg [7:0]led_en,
    output reg [7:0]led_value
    );
    reg [17:0]cnt1;
    always@(posedge clk or posedge rst) begin
        if(rst)
            cnt1 <= 'b0;
        else if(button)
            cnt1 <= 'b0;
        else if(cnt1 == 200000) 
            cnt1 <= 'b0;
        else
            cnt1 <= cnt1+1'b1;
     end
    reg [26:0]cnt2;
    always@(posedge clk or posedge rst) begin
        if(rst)
            cnt2 <= 'b0;
        else if(button)
            cnt2 <= 'b0;
        else if(cnt1 == 100000000) 
            cnt2 <= 'b0;
        else
            cnt2 <= cnt2+1'b1;
     end
    reg flag;
    always@(posedge clk or posedge rst) begin
        if(rst)
            flag <= 'b0;
        else if(button)
            flag <= 'b1;
        else;
     end
    always@(posedge clk or posedge rst) begin
        if(rst)
            led_en <= 8'b1111_1111;
        else if(button)
            led_en <= 8'b1111_1111;
        else if(!flag)
            led_en <= 8'b1111_1111;
        else if(!led_en)
            led_en <= 8'b1111_1110;
        else if(cnt1 == 200000)
            led_en <= {led_en[6:0],led_en[7]};
        else;
    end
    reg [3:0]time_now;
    reg stats;   
    always@(posedge clk) begin
        if(!flag)
            stats <= 'b0;
        else if(flag && !stats && time_now == 0)
            stats <= 'b1;
        else if(flag && stats && time_now == 10)
            stats <= 'b0;
        else;
    end
    always@(posedge clk or posedge rst) begin
        if(rst)
            time_now <= 4'hf;
        else if(button)
            time_now <= 4'hf;
        else if(!flag)
            time_now <= 4'hf;
        else if(time_now == 15)
            time_now <= 4'd10;
        else if(stats && cnt2 == 100000000)
            time_now <= time_now+1'b1;
        else if(!stats && cnt2 == 100000000)
            time_now <= time_now-1'b1;
        else;
    end
    reg [7:0]value7; 
    reg [7:0]value6;
    reg [7:0]value5 = 8'b1001_1111; 
    reg [7:0]value4 = 8'b0000_1001;
    reg [7:0]value3 = 8'b0000_0011; 
    reg [7:0]value2 = 8'b1001_1001;
    reg [7:0]value1 = 8'b0010_0101; 
    reg [7:0]value0 = 8'b0010_0101;
    always@(*) begin
        if(rst)
            value6 = 8'b1111_1111;
        else
            case(time_now)
            4'h0a:
                value6 = 8'b0000_0011;
            4'h00:
                value6 = 8'b0000_0011;
            4'h01:
                value6 = 8'b1001_1111;
            4'h02:
                value6 = 8'b0010_0101;
            4'h03:
                value6 = 8'b0000_1101;
            4'h04:
                value6 = 8'b1001_1001;
            4'h05:
                value6 = 8'b0100_1001;
            4'h06:
                value6 = 8'b0100_0001;
            4'h07:
                value6 = 8'b0001_1111;
            4'h08:
                value6 = 8'b0000_0001;
            4'h09:
                value6 = 8'b0000_1001;
            endcase
    end
    always@(*) begin
        if(rst)
            value7 = 8'b1111_1111;
        else
            case(time_now)
            4'h0a:
                value7 = 8'b1001_1111;
            default:
                value7 = 8'b0000_0011;
            endcase
    end
    always@(*) begin
        if(rst)
            led_value = 8'b1111_1111;
        else
            case(led_en)
                8'b1111_1110: led_value = value0;
                8'b1111_1101: led_value = value1;
                8'b1111_1011: led_value = value2;
                8'b1111_0111: led_value = value3;
                8'b1110_1111: led_value = value4;
                8'b1101_1111: led_value = value5;
                8'b1011_1111: led_value = value6;
                8'b0111_1111: led_value = value7;
            endcase
    end
endmodule
module led_display_ctrl (
    input  wire       clk   ,
	input  wire       rst   ,
	input  wire       button,
	output wire [7:0] led_en,
	output wire       led_ca,
	output wire       led_cb,
    output wire       led_cc,
	output wire       led_cd,
	output wire       led_ce,
	output wire       led_cf,
	output wire       led_cg,
	output wire       led_dp 
);
led u_led(
	.clk(clk),
	.rst(rst),
	.button(button),
	.led_en(led_en),
	.led_value({led_ca, led_cb, led_cc, led_cd, led_ce, led_cf, led_cg, led_dp})
);
endmodule
==> run.sh <==
#!/bin/bash
# OpenROAD 26Q1-2900-gdf79404cd8, Yosys 0.63+post, stock flow scripts
make -C /OpenROAD-flow-scripts/flow DESIGN_CONFIG=/design/flow/config.mk WORK_HOME=/design/flow/orfs finish
==> config.mk <==
export PLATFORM = sky130hd
export DESIGN_NAME = led_display_ctrl
export DESIGN_NICKNAME = led_display_ctrl
export VERILOG_FILES = /design/flow/design.v
export SDC_FILE = /design/flow/constraint.sdc
export NUM_CORES = 4
export LEC_CHECK = 1
export CORE_UTILIZATION = 30
==> constraint.sdc <==
current_design led_display_ctrl

set clk_period 3.4
set clk_io_pct 0.2

create_clock -name clk0 -period $clk_period [get_ports {clk}]

set non_clock_inputs [all_inputs -no_clocks]
set_input_delay [expr $clk_period * $clk_io_pct] -clock clk0 $non_clock_inputs
set_output_delay [expr $clk_period * $clk_io_pct] -clock clk0 [all_outputs]
==> results.sh <==
# physical design summary
export IMPL_power_density_mw_per_mm2=385
export IMPL_adder_share=0.0292
export IMPL_worstPathRequired_ns=2.72
export IMPL_unclocked_regs=14
export IMPL_wirelength_microns=7710
export IMPL_final_cell_count_no_fill=615
export IMPL_clkSlewWorstSetupHoldPaths_ns=0.05
export IMPL_clockBufferDepth=2
export IMPL_top_cells_by_count="46 x dfrtp_1, 41 x nor2_1, 38 x nand3_1"
export IMPL_coreArea_sq_mm=0.0126
export IMPL_place_area_sq_mm=0.00413
export IMPL_total_leakage_power_nw=1.77
export IMPL_untimed_endpoints=21
export IMPL_chip_area_sq_mm=0.0133
export IMPL_grt_pass1_vias=2841
export IMPL_cpPeakStageDelay_ns=0.66
export IMPL_path_cells="clkdlybuf4s50_1"
export IMPL_vias=3142
export IMPL_dr_first_iter_drc_count=192
export IMPL_synth_mux_area_fraction=0.0191
export IMPL_p_switching_uw=366
export IMPL_synthSimpleGateAreaFrac=0.280
export IMPL_finalWorstSetupSlack_ns=1.24
export IMPL_std_cell_rows=41
export IMPL_most_common_cell="dfrtp_1"
export IMPL_clk_latency_ns=0.32
export IMPL_aoi_share=0.118
export IMPL_synth_cellmix_xorXnorShare=0.0636
export IMPL_period_used=0.635
export IMPL_synth_main_ff_cell="dfrtp_1"
export IMPL_hold_class="reg -> reg"
export IMPL_gr_usage_met1=0.192
export IMPL_worst_pin_slew_ns=0.678
export IMPL_final_area_sq_mm=0.00443
export IMPL_critPathTopFamily="flip-flops"
export IMPL_io_pins=19
export IMPL_areaGrowthSynthToFinish_pct=14.9
export IMPL_die_w_microns=115
export IMPL_top_logic_kind="simple AND/OR/NAND/NOR gates"
export IMPL_globalplace_congestion=0.823
export IMPL_synth_area_sq_mm=0.00385
export IMPL_gr_usage_met2=0.199
export IMPL_netlist_cell_type_count=47
export IMPL_ant_nets=0
export IMPL_critPathSlowestCell="dfstp_2"
export IMPL_hold_violations=0
export IMPL_port_buffers=17
export IMPL_swShare=0.215
export IMPL_cts_resized=0
export IMPL_post_cts_buffers=0
export IMPL_async_flop_share=0.795
export IMPL_p_seq_frac=0.433
export IMPL_tritoncts="built"
export IMPL_openroad_warnings=31
export IMPL_clock_fmax_mhz=463
export IMPL_dp_hpwl_microns=5270
export IMPL_grtUsageTotal=0.126
export IMPL_synth_cells=432
export IMPL_n_fill_cell=1257
export IMPL_maxCapViolCount=0
export IMPL_cts_buffers=9
export IMPL_p_comb_frac=0.051
export IMPL_synth_cells_yosys=432
export IMPL_layout_min_cycle_time_ns=2.16
export IMPL_grt_busiest_layer="met2"
export IMPL_critPathKind="reg -> out"
export IMPL_worst_path_buf_inv=1
export IMPL_maxSlewViolCount=0
export IMPL_critical_path_max_fanout=13
export IMPL_enable_flop_cells=0
export IMPL_dr_pass1_iters=4
export IMPL_cts_max_level=3
export IMPL_cts_root_buf="clkbuf_16"
export IMPL_wire_per_inst_microns=12.5
export IMPL_antenna_found_initial=0
export IMPL_p_int_mw=1.34
export IMPL_post_place_cells=599
export IMPL_p_clk_frac=0.516
export IMPL_drc=0
export IMPL_yosysWarnings=1
export IMPL_grt_max_degree=35
export IMPL_preCtsSetupSlack_ns=1.08
export IMPL_worstSetupStartpointType="register"
export IMPL_cp_arrival_ns=1.48
export IMPL_antennaDiodeCount=0
export IMPL_cts_hold_buf=0
export IMPL_initCoreUtil=0.307
export IMPL_synth_area_per_cell_sq_um=8.92
export IMPL_finalSetupTns_ns=0
export IMPL_ys_area_sq_mm=0.00385
export IMPL_yosys_register_bits=73
export IMPL_grt_overflow_total=0
export IMPL_fin_worst_skew_ns=0.00721
export IMPL_rsz0062_at_grt="false"
export IMPL_fp_dieH_microns=115
export IMPL_grt_pass1_wl_microns=13600
export IMPL_yosysTopAreaCell="dfrtp_1"
export IMPL_met3_usage=0.0220
export IMPL_finalSetupViolCount=0
export IMPL_relSlewSlack=0.547
export IMPL_vdd_ir_drop_max_v=0.000232
export IMPL_vias_per_cell=5.11
export IMPL_critPathCaptureType="output port"
export IMPL_final_layout_size_suffix_gt1_frac=0.0835
export IMPL_yosys_top_cells_area="dfrtp_1 30%, dfstp_2 8.2%, dlxtn_1 5.5%"
export IMPL_status="complete, no violations"
export IMPL_yosys_area_top_type_share=0.299
==> flip-flops by register name (all words and copies together), names as in the netlist <==
name / count
u_led.cnt2: 27
u_led.cnt1: 18
u_led.led_en: 8
u_led.led_value: 7
u_led.value6: 7
u_led.time_now: 4
u_led.flag: 1
u_led.stats: 1
==> cell usage in the layout, fill, tap and decap left out, types with 2 or more instances in the layout <==
| master | n |
|---|---|
| ha_1 | 9 |
| xnor2_1 | 11 |
| nor2_1 | 41 |
| inv_1 | 15 |
| nand4b_1 | 3 |
| and4_1 | 9 |
| o21ai_0 | 26 |
| nor2b_1 | 5 |
| buf_4 | 3 |
| or4_1 | 11 |
| o31ai_1 | 11 |
| dfrtp_1 | 46 |
| a311o_1 | 2 |
| and3_1 | 6 |
| clkbuf_16 | 9 |
| nand2_1 | 21 |
| mux2_2 | 3 |
| mux2i_1 | 4 |
| xor2_1 | 17 |
| nand3_1 | 38 |
| and2_1 | 5 |
| a21o_1 | 4 |
| a21oi_1 | 28 |
| nand4_1 | 20 |
| nor4_1 | 8 |
| nor4bb_1 | 3 |
| nor3_1 | 9 |
| dfstp_2 | 12 |
| clkdlybuf4s50_1 | 17 |
| nand2b_1 | 2 |
| or3_1 | 8 |
| nor3b_1 | 2 |
| dlxtn_1 | 14 |
| clkinv_2 | 3 |
==> stage by stage <==
step,hold WS (ns),util,power [mW]
floorplan,0.446,-,0.812
global placement,0.462,0.329,0.836
detailed placement,0.480,0.329,0.836
CTS,0.492,0.352,1.73
global route,0.520,0.352,1.78
finish,0.487,0.352,1.70
==> cells by family after synthesis <==
family                   after synthesis
AND-OR/OR-AND                         77
XOR/XNOR                              28
adder cells (fa/ha/maj)                9
buffers and inverters                 41
flip-flops                            59
latches                               14
multiplexers                           7
other                                  1
AND/OR/NAND/NOR                      196
==> worst paths after layout <==
kind	from	end	slack (ns)	depth (start not counted)
setup / recovery	u_led.led_en[4]$_DFFE_PP1P_	led_en[4]	1.24	1
hold / removal	u_led.flag$_DFFE_PP0P_	u_led.flag$_DFFE_PP0P_	0.49	1
setup reg to reg	u_led.cnt1[5]$_DFF_PP0_	u_led.cnt1[3]$_DFF_PP0_	1.28	4
hold reg to reg	u_led.flag$_DFFE_PP0P_	u_led.flag$_DFFE_PP0P_	0.49	1
max in group asynchronous	rst	u_led.time_now[1]$_DFFE_PP1P_	1.72	3
min in group asynchronous	rst	u_led.cnt1[15]$_DFF_PP0_	0.96	2
==> layer usage <==
layer	wire, microns	vias to the layer above
li1	-	1582
met1	3870	1495
met2	3480	61
met3	302	4
met4	54	0
met5	0	-
==> layout make-up <==
| class | instances | area, sq um | share of cell area |
|---|---|---|---|
| clock buffer | 11 | 243 | 0.0548 |
| clock inverter | 5 | 52.6 | 0.0119 |
| inverter | 16 | 60.1 | 0.0136 |
| multi-input combinational | 318 | 1970 | 0.445 |
| sequential | 73 | 1700 | 0.383 |
| tap | 172 | 215 | 0.0486 |
| timing repair buffer | 20 | 193 | 0.0435 |
==> power groups by stage <==
stage	Sequential [mW]	Combinational (mW)	Clock, mW
CTS	0.738	0.0882	0.908
global route	0.740	0.100	0.942
finish	0.738	0.0862	0.879
Power figures rest on the tool's default switching activity, not on a simulated workload.
