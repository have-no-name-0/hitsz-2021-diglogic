==> flow/design.v <==
`timescale 1ns / 1ps
module calculator_display(
    input clk,
    input rst,
    input button,
    input [31:0]cal_result,
    output reg [7:0]led_en,
    output reg [7:0]led
    );
    reg flag;
    always @(posedge clk or posedge rst) begin
        if(rst)
            flag <= 1'b0;
        else if(button)
            flag <= 1'b1;
        else;
    end
    reg [15:0]counter;
    always @(posedge clk or posedge rst) begin
        if(rst)
            counter <= 'b0;
        else if(flag&&counter!=40000)
            counter <= counter +1'b1;
        else if(flag&&counter==40000)
            counter <= 'b0;
    end
    always @(posedge clk or posedge rst) begin
        if(rst)
            led_en <= 8'b1111_1111;
        else if(counter==40000&&led_en==8'b1111_1111)
            led_en <= 8'b1111_1110;
        else if(counter==40000&&led_en)
            led_en <= {led_en[6:0],led_en[7]};
        else;
    end
    reg [7:0] num0_show;  
    always @(*) begin
        if(rst)
            num0_show = 8'b1111_1111;
        else if(flag)
            case(cal_result[3:0])
                4'b0000: num0_show = 8'b0000_0011;
                4'b0001: num0_show = 8'b1001_1111;
                4'b0010: num0_show = 8'b0010_0101;
                4'b0011: num0_show = 8'b0000_1101;
                4'b0100: num0_show = 8'b1001_1001;
                4'b0101: num0_show = 8'b0100_1001;
                4'b0110: num0_show = 8'b0100_0001;
                4'b0111: num0_show = 8'b0001_1111;
                4'b1000: num0_show = 8'b0000_0001;
                4'b1001: num0_show = 8'b0000_1001;
                4'b1010: num0_show = 8'b0001_0001;
                4'b1011: num0_show = 8'b1100_0001;
                4'b1100: num0_show = 8'b1110_0101;
                4'b1101: num0_show = 8'b1000_0101;
                4'b1110: num0_show = 8'b0110_0001;
                4'b1111: num0_show = 8'b0111_0001;
            endcase
    end
    reg [7:0] num1_show;
    always @(*) begin
        if(rst)
            num1_show = 8'b1111_1111;
        else if(flag)
            case(cal_result[7:4])
                4'b0000: num1_show = 8'b0000_0011;
                4'b0001: num1_show = 8'b1001_1111;
                4'b0010: num1_show = 8'b0010_0101;
                4'b0011: num1_show = 8'b0000_1101;
                4'b0100: num1_show = 8'b1001_1001;
                4'b0101: num1_show = 8'b0100_1001;
                4'b0110: num1_show = 8'b0100_0001;
                4'b0111: num1_show = 8'b0001_1111;
                4'b1000: num1_show = 8'b0000_0001;
                4'b1001: num1_show = 8'b0000_1001;
                4'b1010: num1_show = 8'b0001_0001;
                4'b1011: num1_show = 8'b1100_0001;
                4'b1100: num1_show = 8'b1110_0101;
                4'b1101: num1_show = 8'b1000_0101;
                4'b1110: num1_show = 8'b0110_0001;
                4'b1111: num1_show = 8'b0111_0001;
            endcase
    end
    reg [7:0] num2_show;
    always @(*) begin
        if(rst)
            num2_show = 8'b1111_1111;
        else if(flag)
            case(cal_result[11:8])
                4'b0000: num2_show = 8'b0000_0011;
                4'b0001: num2_show = 8'b1001_1111;
                4'b0010: num2_show = 8'b0010_0101;
                4'b0011: num2_show = 8'b0000_1101;
                4'b0100: num2_show = 8'b1001_1001;
                4'b0101: num2_show = 8'b0100_1001;
                4'b0110: num2_show = 8'b0100_0001;
                4'b0111: num2_show = 8'b0001_1111;
                4'b1000: num2_show = 8'b0000_0001;
                4'b1001: num2_show = 8'b0000_1001;
                4'b1010: num2_show = 8'b0001_0001;
                4'b1011: num2_show = 8'b1100_0001;
                4'b1100: num2_show = 8'b1110_0101;
                4'b1101: num2_show = 8'b1000_0101;
                4'b1110: num2_show = 8'b0110_0001;
                4'b1111: num2_show = 8'b0111_0001;
            endcase
    end
    reg [7:0] num3_show;
    always @(*) begin
        if(rst)
            num3_show = 8'b1111_1111;
        else if(flag)
            case(cal_result[15:12])
                4'b0000: num3_show = 8'b0000_0011;
                4'b0001: num3_show = 8'b1001_1111;
                4'b0010: num3_show = 8'b0010_0101;
                4'b0011: num3_show = 8'b0000_1101;
                4'b0100: num3_show = 8'b1001_1001;
                4'b0101: num3_show = 8'b0100_1001;
                4'b0110: num3_show = 8'b0100_0001;
                4'b0111: num3_show = 8'b0001_1111;
                4'b1000: num3_show = 8'b0000_0001;
                4'b1001: num3_show = 8'b0000_1001;
                4'b1010: num3_show = 8'b0001_0001;
                4'b1011: num3_show = 8'b1100_0001;
                4'b1100: num3_show = 8'b1110_0101;
                4'b1101: num3_show = 8'b1000_0101;
                4'b1110: num3_show = 8'b0110_0001;
                4'b1111: num3_show = 8'b0111_0001;
            endcase
    end
    reg [7:0] num4_show;
    always @(*) begin
        if(rst)
            num4_show = 8'b1111_1111;
        else if(flag)
            case(cal_result[19:16])
                4'b0000: num4_show = 8'b0000_0011;
                4'b0001: num4_show = 8'b1001_1111;
                4'b0010: num4_show = 8'b0010_0101;
                4'b0011: num4_show = 8'b0000_1101;
                4'b0100: num4_show = 8'b1001_1001;
                4'b0101: num4_show = 8'b0100_1001;
                4'b0110: num4_show = 8'b0100_0001;
                4'b0111: num4_show = 8'b0001_1111;
                4'b1000: num4_show = 8'b0000_0001;
                4'b1001: num4_show = 8'b0000_1001;
                4'b1010: num4_show = 8'b0001_0001;
                4'b1011: num4_show = 8'b1100_0001;
                4'b1100: num4_show = 8'b1110_0101;
                4'b1101: num4_show = 8'b1000_0101;
                4'b1110: num4_show = 8'b0110_0001;
                4'b1111: num4_show = 8'b0111_0001;
            endcase
    end
    reg [7:0] num5_show;
    always @(*) begin
        if(rst)
            num5_show = 8'b1111_1111;
        else if(flag)
            case(cal_result[23:20])
                4'b0000: num5_show = 8'b0000_0011;
                4'b0001: num5_show = 8'b1001_1111;
                4'b0010: num5_show = 8'b0010_0101;
                4'b0011: num5_show = 8'b0000_1101;
                4'b0100: num5_show = 8'b1001_1001;
                4'b0101: num5_show = 8'b0100_1001;
                4'b0110: num5_show = 8'b0100_0001;
                4'b0111: num5_show = 8'b0001_1111;
                4'b1000: num5_show = 8'b0000_0001;
                4'b1001: num5_show = 8'b0000_1001;
                4'b1010: num5_show = 8'b0001_0001;
                4'b1011: num5_show = 8'b1100_0001;
                4'b1100: num5_show = 8'b1110_0101;
                4'b1101: num5_show = 8'b1000_0101;
                4'b1110: num5_show = 8'b0110_0001;
                4'b1111: num5_show = 8'b0111_0001;
            endcase
    end
    reg [7:0] num6_show;
    always @(*) begin
        if(rst)
            num6_show = 8'b1111_1111;
        else if(flag)
            case(cal_result[27:24])
                4'b0000: num6_show = 8'b0000_0011;
                4'b0001: num6_show = 8'b1001_1111;
                4'b0010: num6_show = 8'b0010_0101;
                4'b0011: num6_show = 8'b0000_1101;
                4'b0100: num6_show = 8'b1001_1001;
                4'b0101: num6_show = 8'b0100_1001;
                4'b0110: num6_show = 8'b0100_0001;
                4'b0111: num6_show = 8'b0001_1111;
                4'b1000: num6_show = 8'b0000_0001;
                4'b1001: num6_show = 8'b0000_1001;
                4'b1010: num6_show = 8'b0001_0001;
                4'b1011: num6_show = 8'b1100_0001;
                4'b1100: num6_show = 8'b1110_0101;
                4'b1101: num6_show = 8'b1000_0101;
                4'b1110: num6_show = 8'b0110_0001;
                4'b1111: num6_show = 8'b0111_0001;
            endcase
    end
    reg [7:0] num7_show;
    always @(*) begin
        if(rst)
            num7_show = 8'b1111_1111;
        else if(flag)
            case(cal_result[31:28])
                4'b0000: num7_show = 8'b0000_0011;
                4'b0001: num7_show = 8'b1001_1111;
                4'b0010: num7_show = 8'b0010_0101;
                4'b0011: num7_show = 8'b0000_1101;
                4'b0100: num7_show = 8'b1001_1001;
                4'b0101: num7_show = 8'b0100_1001;
                4'b0110: num7_show = 8'b0100_0001;
                4'b0111: num7_show = 8'b0001_1111;
                4'b1000: num7_show = 8'b0000_0001;
                4'b1001: num7_show = 8'b0000_1001;
                4'b1010: num7_show = 8'b0001_0001;
                4'b1011: num7_show = 8'b1100_0001;
                4'b1100: num7_show = 8'b1110_0101;
                4'b1101: num7_show = 8'b1000_0101;
                4'b1110: num7_show = 8'b0110_0001;
                4'b1111: num7_show = 8'b0111_0001;
            endcase
    end
    always @(posedge clk or posedge rst) begin
        if(rst)
            led <= 8'b11111111;
        else if(flag)
            case(led_en)
                8'b1111_1110: led <= num0_show;
                8'b1111_1101: led <= num1_show;
                8'b1111_1011: led <= num2_show;
                8'b1111_0111: led <= num3_show;
                8'b1110_1111: led <= num4_show;
                8'b1101_1111: led <= num5_show;
                8'b1011_1111: led <= num6_show;
                8'b0111_1111: led <= num7_show;
            endcase
        else;
    end
endmodule
==> flow/run.sh <==
#!/bin/bash
# OpenROAD 26Q1-2900-gdf79404cd8, Yosys 0.63+post, stock flow scripts
make -C /OpenROAD-flow-scripts/flow DESIGN_CONFIG=/design/flow/config.mk WORK_HOME=/design/flow/orfs finish
==> flow/config.mk <==
export PLATFORM = sky130hd
export DESIGN_NAME = calculator_display
export DESIGN_NICKNAME = calculator_display
export VERILOG_FILES = /design/flow/design.v
export SDC_FILE = /design/flow/constraint.sdc
export NUM_CORES = 4
export LEC_CHECK = 1
export CORE_UTILIZATION = 40
==> flow/constraint.sdc <==
current_design calculator_display

set clk_period 5.5
set clk_io_pct 0.2

create_clock -name clk0 -period $clk_period [get_ports {clk}]

set non_clock_inputs [all_inputs -no_clocks]
set_input_delay [expr $clk_period * $clk_io_pct] -clock clk0 $non_clock_inputs
set_output_delay [expr $clk_period * $clk_io_pct] -clock clk0 [all_outputs]
==> summary.rpt <==
FLOW METRICS REPORT
----------------------------------------------------
[Clocking]
  Count of H-tree levels built during CTS ........................ 2
  Clock Root Buffer ........................ sky130_fd_sc_hd__clkbuf_16
  Count of hold buffers inserted by post-cts repair ........................ 0
  Clock Tree Buf Depth ........................ 2
  Post-cts repair resize count ........................ 0
  Clock input transition at the sequential cells of the worst setup and hold paths ........................ 0.05 ns
  Number of buffers created by CTS ........................ 5
  Clock tree from TritonCTS ........................ yes
  Latency at later pin ........................ 0.27 ns
  Postcts setup bufs ........................ 0

[GRT]
  Total Routing Usage GR ........................ 16.8%
  Global route total overflow ........................ 0
  Initial antenna violation count ........................ 0
  Maximum number of pins on one net before global-route repair ........................ 39
  Vias in the first global route ........................ 3,703
  First-pass GRT wire length ........................ 17,300 µm

[Critical path]
  CP bufs+invs ........................ 1
  List of cells traversed by the critical path ........................ clkdlybuf4s50_1
  Cell type group with the largest total delay on the critical path ........................ flip-flops
  CP Data Required Time ........................ 4.40 ns
  Library cell contributing the largest single delay on the critical path ........................ sky130_fd_sc_hd__dfstp_2
  Stages on the worst setup path ........................ 1
  Flop-to-flop setup slack ........................ 3.30 ns
  Critical Path Sink ........................ led_en[6]
  Worst r2r dst ........................ counter[11]
  Worst R2R Path Depth ........................ 6
  Nature of the critical path endpoint ........................ output port
  Crit Path Max Fanout ........................ 16
  Crit-path max cell delay ........................ 0.68 ns
  CP startpoint kind ........................ flop
  Startpoint of the lowest-slack register-to-register path ........................ counter[0]
  Critical Path Start ........................ led_en[6]
  Arrival time worst endpoint ........................ 1.49 ns
  Critical path start-end classification ........................ reg -> out

[STA]
  Endpoints left unconstrained ........................ 56
  Relative slew slack ........................ 57.4%
  Register pins left without a clock ........................ 56
  Least-Margin Pin Slew ........................ 0.638 ns
  RSZ-0062 raised after global routing ........................ false
  Final setup vio count ........................ 0
  Min cycle time layout ........................ 2.59 ns
  Fin. max-slew vios ........................ 0
  Post-Route Hold Slack ........................ 0.477 ns
  Hold violation total from the final report ........................ 0
  Portion of the clock cycle consumed by the worst path in the final layout ........................ 47.2%
  Aggregate negative setup slack ........................ 0 ns
  Highest clock frequency the design can meet ........................ 0.385 GHz
  Final setup skew ........................ 0.00368 ns

[Place]
  Routability cong. ........................ 0.843
  Inst Count DP ........................ 772
  PortBufs ........................ 49
  Total half-perimeter wirelength after legalization and detailed placement ........................ 7850 µm

[Drt]
  Average wire length per cell after detail routing ........................ 13.3 µm
  Vias per cell ........................ 5.25
  First drt pass iteration count ........................ 7
  Count of inserted antenna diode cells ........................ 0
  Drc violations ........................ 0
  Total vias in the final route ........................ 4,097
  Remaining antenna violation count ........................ 0
  Routed WL ........................ 10,400 µm
  DRC violation total after the first TritonRoute iteration ........................ 219

[Cells and area]
  Fraction of layout cells with a size suffix above 1 ........................ 9.64%
  Dominant logic cell types in the final layout ........................ sky130_fd_sc_hd__o21ai_0 (61), sky130_fd_sc_hd__nand2_1 (60), sky130_fd_sc_hd__dlxtn_1 (56)
  Final core utilization ........................ 47.4%
  Most instantiated logic cell after routing ........................ sky130_fd_sc_hd__o21ai_0
  Area growth syn-to-layout ........................ 15.1%
  Max reg flops ........................ 16
  Register with the most flip-flops ........................ counter
  Biggest registers after layout ........................ counter: 16 flops, led_en: 8 flops
  Layout Cells excl Fill ........................ 780

[Logic synthesis]
  Post-synthesis async set-or-reset flop share ........................ 36.4%
  Avg Inst Size Synth ........................ 8.49 µm²
  Count of different cell masters after synthesis ........................ 53
  Main flop type ........................ sky130_fd_sc_hd__dlxtn_1
  Yosys Warn Count ........................ 1
  Post-synth regs ........................ 88
  Cell count listed in synth_stat.txt ........................ 586
  Area reported by Yosys stat ........................ 4970 µm²
  Number of enable flip-flop cells ........................ 0
  Synthesized cell area ........................ 4970 µm²
  Cell count after synthesis ........................ 586

[Floorplanning]
  Num ports ........................ 51
  Std-Cell Rows ........................ 40
  Die boundary width ........................ 114 µm
  Area of the die ........................ 12,900 µm²
  Die height ........................ 114 µm
  Floorplan Utilization ........................ 41.2%
  Standard cell core area ........................ 12,100 µm²

[Power and ir drop]
  Leakage dissipation ........................ 2.48 nW
  Power density cells ........................ 143 nW/µm²
  IR Drop Worst-Case VDD ........................ 0.111 mV

[Job]
  Maxcap violations ........................ 0
  Tool warnings ........................ 66

[Min path]
  Worst hold path class ........................ reg -> reg
  Hold path startpoint ........................ led[6]

[Run status]
  Outcome ........................ completed

----------------------------------------------------
-- report_power, final --
part	internal (W)	total, W	switching, W
clock	0.000213	0.000308	0.0000955
combinational	0.0000978	0.000214	0.000116
sequential	0.000267	0.000294	0.0000269
-- synthesized netlist by cell type (5+ instances only) --
library cell	number	share of area (%)
sky130_fd_sc_hd__a21oi_1	33	3.3
sky130_fd_sc_hd__nor2b_1	8	1.0
sky130_fd_sc_hd__clkbuf_1	26	2.0
sky130_fd_sc_hd__a22oi_1	16	2.4
sky130_fd_sc_hd__o21ai_0	61	6.1
sky130_fd_sc_hd__dfstp_2	15	7.9
sky130_fd_sc_hd__nand3_1	18	1.8
sky130_fd_sc_hd__buf_2	7	0.70
sky130_fd_sc_hd__xnor2_1	10	1.8
sky130_fd_sc_hd__mux4_2	5	2.3
sky130_fd_sc_hd__mux2i_1	10	2.0
sky130_fd_sc_hd__ha_1	50	13
sky130_fd_sc_hd__mux2_4	5	1.5
sky130_fd_sc_hd__nor2_1	34	2.6
sky130_fd_sc_hd__a22o_1	5	0.88
sky130_fd_sc_hd__mux2_2	11	2.5
sky130_fd_sc_hd__o211ai_1	9	1.4
sky130_fd_sc_hd__nand3b_1	6	0.91
sky130_fd_sc_hd__dlxtn_1	56	17
sky130_fd_sc_hd__nand2_1	60	4.5
sky130_fd_sc_hd__inv_1	49	3.7
sky130_fd_sc_hd__dfrtp_1	17	8.6
sky130_fd_sc_hd__o311ai_0	7	1.2
sky130_fd_sc_hd__nand4_1	6	0.75
-- stage by stage --
| step | area (µm²) | setup WS [ns] | power (W) |
|---|---|---|---|
| final | 5720 | 2.91 | 0.000816 |
| after global routing | 5720 | 2.84 | 0.000865 |
| after CTS | 5720 | 2.89 | 0.000822 |
| after detailed placement | 5560 | 2.93 | 0.000511 |
| after global placement | 5560 | 2.93 | 0.000509 |
| after floorplan | 4970 | 2.77 | 0.000443 |
-- logic make-up after synthesis --
| family | count (synthesis) | share of synthesized area (%) |
|---|---|---|
| adders and majority gates | 50 | 12.6 |
| buffers and inverters | 83 | 6.52 |
| muxes | 31 | 8.28 |
| xor gates and xnor gates | 13 | 2.29 |
| AOI/OAI and AO/OA | 162 | 21.5 |
| DFF | 32 | 16.5 |
| latches | 56 | 16.9 |
| other | 1 | 0.0754 |
| and+or+nand+nor | 158 | 15.4 |
-- final cells by class --
class / instances / area [µm²]
multi-input cells: 415 / 2990
clock buffers: 6 / 129
inverters: 49 / 184
fillers: 1158 / 6340
clock inverters: 2 / 35.0
well taps: 168 / 210
repair buffers: 52 / 513
flip-flops and latches: 88 / 1660
-- layer usage --
layer / GRT usage (%) / routed length, µm / vias to the layer above
li1: - / - / 2101
met1: 26.4 / 5220 / 1912
met2: 26.4 / 4680 / 73
met3: 1.62 / 336 / 11
met4: 1.84 / 123 / 0
met5: 0 / 0 / -
-- worst min path at each step --
stage            end  slack [ns]  cells after the start
6_report      led[6]        0.48                      2
5_1_grt   counter[3]        0.51                      1
4_1_cts       led[6]        0.48                      2
Power and IR drop assume default switching activity.
